File: flow/design.v
`timescale 1ns / 1ps
module faster_clock_divider(
    input in_clk, 
    output reg out_clk);
	reg[32:0] count;
	initial begin
		count <= 0;
        out_clk <= 0;
	end
	always @(negedge in_clk)
	begin
		count = count + 1;
		if (count == 100_000) begin
            out_clk <= ~out_clk;
            count <= 0;
        end
	end
endmodule
File: flow/run.sh
#!/bin/bash
# OpenROAD 26Q1-2900-gdf79404cd8, Yosys 0.63+post, stock flow scripts
make -C /OpenROAD-flow-scripts/flow DESIGN_CONFIG=/design/flow/config.mk WORK_HOME=/design/flow/orfs finish
File: flow/config.mk
export PLATFORM = sky130hd
export DESIGN_NAME = faster_clock_divider
export DESIGN_NICKNAME = faster_clock_divider
export VERILOG_FILES = /design/flow/design.v
export SDC_FILE = /design/flow/constraint.sdc
export NUM_CORES = 4
export LEC_CHECK = 1
export CORE_UTILIZATION = 30
File: flow/constraint.sdc
current_design faster_clock_divider

set clk_period 8.2
set clk_io_pct 0.2

create_clock -name clk0 -period $clk_period [get_ports {in_clk}]

set non_clock_inputs [all_inputs -no_clocks]
set_input_delay [expr $clk_period * $clk_io_pct] -clock clk0 $non_clock_inputs
set_output_delay [expr $clk_period * $clk_io_pct] -clock clk0 [all_outputs]
==> flow_summary.json <==
{
  "drt-initial-drc-count": 76,
  "cts_made_buffers": 5,
  "holdWs_ps": 495,
  "setup_violations": 0,
  "swShare_pct": 27.3,
  "die-area_mm2": 0.00674,
  "slew_violations": 0,
  "hold_viol": 0,
  "clk_pin_slew_ps": 30,
  "routed_wl_um": 3790,
  "rows": 28,
  "status": "finished, final reports clean",
  "min_path_type": "reg -> reg",
  "fin_tns_setup_ps": 0,
  "fin_area_mm2": 0.00220,
  "drv_cap": 0,
  "clockPowerShare_pct": 56.5,
  "wl_per_cell_um": 11.7,
  "cts.path.max_buffers": 2,
  "place_area_mm2": 0.00196,
  "die_w_um": 82.1,
  "drive_gt1_share_pct": 6.85,
  "async_reset_ff_share_pct": 0,
  "crit_buf_inv": 1,
  "use_met3_pct": 4.68,
  "arrival_ps": 5230,
  "vdd_drop_max_mv": 0.0894,
  "gp_congestion": 0.860,
  "slowest_stage": "clkdlybuf4s50_1",
  "io_buffers": 1,
  "internal_power_w": 0.000279,
  "crit_type": "reg -> out",
  "die_h_um": 82.1,
  "syn_avg_cell_area_um2": 8.75,
  "cp-end-kind": "output pin",
  "synth_chip_area_mm2": 0.00192,
  "lay_top_count": "inv_1",
  "cts_tree": "built",
  "enable_flop_cells": 1,
  "worst_pin_slew_ps": 736,
  "cts_resized": 0,
  "max-slew-margin-rel_pct": 50.5,
  "rsz0062_at_grt": "no",
  "drt_pass1_iterations": 4,
  "grt_use_met1_pct": 18.0,
  "final_cell_mix": "inv_1 (37), dfxtp_1 (33), nor2_1 (24)",
  "initCoreUtil_pct": 31.8,
  "clk_latency_ps": 350,
  "placed_cells": 282,
  "synth_top_flop_cell": "dfxtp_1",
  "fill_cells": 584,
  "ant_nets": 0,
  "grt.total_usage_pct": 13.0,
  "antenna_found_initial": 0,
  "finalClockSkew_ps": 18.0,
  "busiest_layer": "met1",
  "slowest_delay_ps": 460,
  "critPathLaunchType": "flop",
  "cts_root_buffer": "clkbuf_8",
  "synth_cell_types": 46,
  "synth_cells": 220,
  "path_cells": "clkdlybuf4s50_1",
  "warning_count": 60,
  "drc": 0,
  "p_per_area_mw_per_mm2": 175,
  "post_cts_buffers": 0,
  "p_sw_w": 0.000105,
  "numSynthFlops": 34,
  "synth_area_mm2": 0.00192,
  "crit_family": "buffers and inverters",
  "p_leak_nw": 0.885,
  "cts.sinks": 34,
  "grt_pass1_vias": 1569,
  "vias_per_cell": 5.02,
  "dp_hpwl_um": 2610,
  "power_frac_seq_pct": 43.5,
  "h-tree-depth": 2,
  "cp_max_fo": 2,
  "ys_cells": 220,
  "p_comb_share_pct": 0,
  "syn_to_final_growth_pct": 14.3,
  "postSynthSeqShare_pct": 35.9,
  "ios": 2,
  "cts_hold_buf": 0,
  "synth_warnings": 1,
  "antennaDiodeCount": 0,
  "grt_overflow_total": 0,
  "grt_pass1_wl_um": 6710,
  "globalRouteMet2Util_pct": 17.9,
  "fin_cells": 323,
  "vias": 1620,
  "core_mm2": 0.00606,
  "required_ps": 6560,
  "grt_max_degree": 12
}
power by group through the flow:
stage	Sequential, W	Clock, W	Combinational [W]
final	0.000167	0.000217	0.000000000372
after global routing	0.000167	0.000255	0.000000000372
after CTS	0.000167	0.000228	0.000000000372
final timing paths:
kind                        start                    to  slack [ps]  depth (start not counted)
max             out_clk$_DFFE_NN_               out_clk        1330                          1
min          count[32]$_SDFF_NN0_  count[32]$_SDFF_NN0_         490                          1
max reg2reg   count[8]$_SDFF_NN0_     out_clk$_DFFE_NN_        5030                          6
min reg2reg  count[32]$_SDFF_NN0_  count[32]$_SDFF_NN0_         490                          1
cell type report:
type                       instances  area [µm²]  share of cell area (%)
inverter                           3        11.3                   0.512
multi-input combinational        168        1150                    52.4
timing repair buffer               1        10.0                   0.455
clock buffer                       5        68.8                    3.13
sequential                        34         691                    31.4
clock inverter                    37         171                    7.79
tap                               75        93.8                    4.27
registers in the layout, summed over array words and instances, names as in the netlist:
register	cells
count	33
out_clk	1
stage by stage:
step	power (W)	util, %	setup slack (ps)
after global routing	0.000421	36.3	1270
after floorplan	0.000196	-	2130
after global placement	0.000196	32.4	1690
after detailed placement	0.000196	32.4	1680
final	0.000384	36.3	1330
after CTS	0.000396	36.3	1310
per-layer routing:
layer	wire, µm	vias to the layer above
met5	0	-
met4	65	0
met3	144	6
met2	1610	36
met1	1970	737
li1	-	841
cells in the mapped netlist (all sizes together), types with 2 or more instances:
cell / count / area, µm²
nand4: 20 / 153
a31oi: 3 / 18.8
nand3: 14 / 70.1
nor4bb: 2 / 20.0
and2: 7 / 43.8
buf: 10 / 47.6
xor2: 12 / 105
clkbuf: 4 / 17.5
dfxtp: 33 / 661
o32ai: 2 / 17.5
inv: 4 / 15.0
nor3b: 2 / 15.0
a21oi: 2 / 10.0
a211oi: 2 / 15.0
ha: 2 / 25.0
nand2: 14 / 52.6
nor2b: 2 / 12.5
and3b: 2 / 17.5
mux2i: 2 / 20.0
or4: 2 / 15.0
and3: 6 / 37.5
nor3: 3 / 15.0
nor4: 8 / 92.6
nor2: 25 / 96.4
xnor2: 23 / 201
logic make-up (layout without fill, tap and decap cells):
logic type	Yosys count	count (layout)	synth area share, %
AND/OR/NAND/NOR	112	112	35.1
XOR/XNOR	35	35	15.9
flip-flops	34	34	35.9
buffers and inverters	18	46	4.16
AND-OR/OR-AND	17	17	6.57
adder cells (fa/ha/maj)	2	2	1.30
multiplexers	2	2	1.04
Power figures rest on the tool's default switching activity, not on a simulated workload.
