## flow/design.v

```verilog
`timescale 1ns / 1ps
module i2c_master(
    input clk_200kHz,                
    input reset,                     
    inout SDA,
    output [7:0] temp_data,                       
    output SDA_dir,                  
    output SCL                       
    );
    reg [3:0] counter = 4'b0;   
    reg clk_reg = 1'b1; 
    always @(posedge clk_200kHz or posedge reset)
        if(reset) begin
            counter = 4'b0;
            clk_reg = 1'b0;
        end
        else 
            if(counter == 9) begin
                counter <= 4'b0;
                clk_reg <= ~clk_reg;     
            end
            else
                counter <= counter + 1;
    assign SCL = clk_reg;   
    parameter [7:0] sensor_address_plus_read = 8'b1001_0111; 
    reg [7:0] tMSB = 8'b0;                                   
    reg [7:0] tLSB = 8'b0;                                   
    reg o_bit = 1'b1;                                        
    reg [11:0] count = 12'b0;                                
    reg [7:0] temp_data_reg;					             
    localparam [4:0] POWER_UP   = 5'h00,
                     START      = 5'h01,
                     SEND_ADDR6 = 5'h02,
					 SEND_ADDR5 = 5'h03,
					 SEND_ADDR4 = 5'h04,
					 SEND_ADDR3 = 5'h05,
					 SEND_ADDR2 = 5'h06,
					 SEND_ADDR1 = 5'h07,
					 SEND_ADDR0 = 5'h08,
					 SEND_RW    = 5'h09,
                     REC_ACK    = 5'h0A,
                     REC_MSB7   = 5'h0B,
					 REC_MSB6	= 5'h0C,
					 REC_MSB5	= 5'h0D,
					 REC_MSB4	= 5'h0E,
					 REC_MSB3	= 5'h0F,
					 REC_MSB2	= 5'h10,
					 REC_MSB1	= 5'h11,
					 REC_MSB0	= 5'h12,
                     SEND_ACK   = 5'h13,
                     REC_LSB7   = 5'h14,
					 REC_LSB6	= 5'h15,
					 REC_LSB5	= 5'h16,
					 REC_LSB4	= 5'h17,
					 REC_LSB3	= 5'h18,
					 REC_LSB2	= 5'h19,
					 REC_LSB1	= 5'h1A,
					 REC_LSB0	= 5'h1B,
                     NACK       = 5'h1C;
    reg [4:0] state_reg = POWER_UP;                          
    always @(posedge clk_200kHz or posedge reset) begin
        if(reset) begin
            state_reg <= START;
			count <= 12'd2000;
        end
        else begin
			count <= count + 1;
            case(state_reg)
                POWER_UP    : begin
                                if(count == 12'd1999)
                                    state_reg <= START;
                end
                START       : begin
                                if(count == 12'd2004)
                                    o_bit <= 1'b0;           
                                if(count == 12'd2013)
                                    state_reg <= SEND_ADDR6; 
                end
                SEND_ADDR6  : begin
                                o_bit <= sensor_address_plus_read[7];
                                if(count == 12'd2033)
                                    state_reg <= SEND_ADDR5;
                end
				SEND_ADDR5  : begin
                                o_bit <= sensor_address_plus_read[6];
                                if(count == 12'd2053)
                                    state_reg <= SEND_ADDR4;
                end
				SEND_ADDR4  : begin
                                o_bit <= sensor_address_plus_read[5];
                                if(count == 12'd2073)
                                    state_reg <= SEND_ADDR3;
                end
				SEND_ADDR3  : begin
                                o_bit <= sensor_address_plus_read[4];
                                if(count == 12'd2093)
                                    state_reg <= SEND_ADDR2;
                end
				SEND_ADDR2  : begin
                                o_bit <= sensor_address_plus_read[3];
                                if(count == 12'd2113)
                                    state_reg <= SEND_ADDR1;
                end
				SEND_ADDR1  : begin
                                o_bit <= sensor_address_plus_read[2];
                                if(count == 12'd2133)
                                    state_reg <= SEND_ADDR0;
                end
				SEND_ADDR0  : begin
                                o_bit <= sensor_address_plus_read[1];
                                if(count == 12'd2153)
                                    state_reg <= SEND_RW;
                end
				SEND_RW     : begin
                                o_bit <= sensor_address_plus_read[0];
				if(count == 12'd2169)
                                    state_reg <= REC_ACK;
                end
                REC_ACK     : begin
                                if(count == 12'd2189)
                                    state_reg <= REC_MSB7;
                end
                REC_MSB7     : begin
                                tMSB[7] <= i_bit;
                                if(count == 12'd2209)
                                    state_reg <= REC_MSB6;
                end
				REC_MSB6     : begin
                                tMSB[6] <= i_bit;
                                if(count == 12'd2229)
                                    state_reg <= REC_MSB5;
                end
				REC_MSB5     : begin
                                tMSB[5] <= i_bit;
                                if(count == 12'd2249)
                                    state_reg <= REC_MSB4;
                end
				REC_MSB4     : begin
                                tMSB[4] <= i_bit;
                                if(count == 12'd2269)
                                    state_reg <= REC_MSB3;
                end
				REC_MSB3     : begin
                                tMSB[3] <= i_bit;
                                if(count == 12'd2289)
                                    state_reg <= REC_MSB2;
                end
				REC_MSB2     : begin
                                tMSB[2] <= i_bit;
                                if(count == 12'd2309)
                                    state_reg <= REC_MSB1;
                end
				REC_MSB1     : begin
                                tMSB[1] <= i_bit;
                                if(count == 12'd2329)
                                    state_reg <= REC_MSB0;
                end
				REC_MSB0     : begin
								o_bit <= 1'b0;
                                tMSB[0] <= i_bit;
                                if(count == 12'd2349)
                                    state_reg <= SEND_ACK;
                end
                SEND_ACK   : begin
                                if(count == 12'd2369)
                                    state_reg <= REC_LSB7;
                end
                REC_LSB7    : begin
                                tLSB[7] <= i_bit;
                                if(count == 12'd2389)
									state_reg <= REC_LSB6;
                end
                REC_LSB6    : begin
                                tLSB[6] <= i_bit;
                                if(count == 12'd2409)
									state_reg <= REC_LSB5;
                end
				REC_LSB5    : begin
                                tLSB[5] <= i_bit;
                                if(count == 12'd2429)
									state_reg <= REC_LSB4;
                end
				REC_LSB4    : begin
                                tLSB[4] <= i_bit;
                                if(count == 12'd2449)
									state_reg <= REC_LSB3;
                end
				REC_LSB3    : begin
                                tLSB[3] <= i_bit;
                                if(count == 12'd2469)
									state_reg <= REC_LSB2;
                end
				REC_LSB2    : begin
                                tLSB[2] <= i_bit;
                                if(count == 12'd2489)
									state_reg <= REC_LSB1;
                end
				REC_LSB1    : begin
                                tLSB[1] <= i_bit;
                                if(count == 12'd2509)
									state_reg <= REC_LSB0;
                end
				REC_LSB0    : begin
								o_bit <= 1'b1;
                                tLSB[0] <= i_bit;
                                if(count == 12'd2529)
									state_reg <= NACK;
                end
                NACK        : begin
                                if(count == 12'd2559) begin
									count <= 12'd2000;
                                    state_reg <= START;
								end
                end
            endcase     
        end
    end       
    always @(posedge clk_200kHz)
        if(state_reg == NACK)
            temp_data_reg <= { tMSB[6:0], tLSB[7] };
    assign SDA_dir = (state_reg == POWER_UP || state_reg == START || state_reg == SEND_ADDR6 || state_reg == SEND_ADDR5 ||
					  state_reg == SEND_ADDR4 || state_reg == SEND_ADDR3 || state_reg == SEND_ADDR2 || state_reg == SEND_ADDR1 ||
                      state_reg == SEND_ADDR0 || state_reg == SEND_RW || state_reg == SEND_ACK || state_reg == NACK) ? 1 : 0;
    assign SDA = SDA_dir ? o_bit : 1'bz;
    assign i_bit = SDA;
    assign temp_data = temp_data_reg;
endmodule
```

## flow/run.sh

```bash
#!/bin/bash
# OpenROAD 26Q1-2900-gdf79404cd8, Yosys 0.63+post, stock flow scripts
make -C /OpenROAD-flow-scripts/flow DESIGN_CONFIG=/design/flow/config.mk WORK_HOME=/design/flow/orfs finish
```

## flow/config.mk

```make
export PLATFORM = sky130hd
export DESIGN_NAME = i2c_master
export DESIGN_NICKNAME = i2c_master
export VERILOG_FILES = /design/flow/design.v
export SDC_FILE = /design/flow/constraint.sdc
export NUM_CORES = 4
export LEC_CHECK = 1
export CORE_UTILIZATION = 50
```

## flow/constraint.sdc

```tcl
current_design i2c_master

set clk_period 5.0
set clk_io_pct 0.2

create_clock -name clk0 -period $clk_period [get_ports {clk_200kHz}]

set non_clock_inputs [all_inputs -no_clocks]
set_input_delay [expr $clk_period * $clk_io_pct] -clock clk0 $non_clock_inputs
set_output_delay [expr $clk_period * $clk_io_pct] -clock clk0 [all_outputs]
```

==> results.toml <==
# physical design summary
[critical_path]
required_ns = 4.00
worstReg2RegEnd = "state_reg[0]$_DFFE_PP1P_"
critPathMaxFanout = 24
criticalPathCategory = "flip-flop to primary output"
ff2ff_path_depth = 6
crit_arrival_ns = 2.41
startpoint_type = "flip-flop"
endpoint_kind = "primary output"
rr_startpoint = "state_reg[0]$_DFFE_PP1P_"
r2r_setup_slack_ns = 2.11

[min_path]
hold_end = "temp_data_reg[3]$_DFFE_PP_"
hold_path_class = "flip-flop to flip-flop"
min_from = "tMSB[2]$_DFFE_PP_"
hold_path_depth = 0

[pwr]
power.static_leakage_uw = 0.000996
powerDensity_mw_per_mm2 = 231
ir_drop_v = 0.000129

[synth]
ys_types = 65
top_area_share_pct = 19.8
ys_chip_area_mm2 = 0.00258
top_cells_by_count = "30 x nor2_1, 24 x nand2_1, 17 x edfxtp_1"
yosys_warnings = 3
synth_area_mm2 = 0.00258
synth_cells = 277
fa_ha_area_share_pct = 1.45
synthAoiAreaFrac_pct = 14.8
simple_gate_share_pct = 31.7
ff_type = "edfxtp_1"
synthXorXnorAreaFrac_pct = 3.39
avgSynthCellArea_um2 = 9.33
edf_count = 17
logic_family = "simple AND/OR/NAND/NOR gates"
ys_cells = 277
yosysSeqAreaShare_pct = 41.4
synth.area.top_cells = "edfxtp_1 20%, dfrtp_1 15%, dfstp_2 7.1%"
largest_area_cell = "edfxtp_1"
ys_ff = 39
async_flop_share_pct = 56.4
top_cell = "nor2_1"
ys_sh_mux_pct = 1.40

[floorplanning]
die_area_mm2 = 0.00546
fp-utilization_pct = 53.3
dieWidth_um = 73.9
coreArea_mm2 = 0.00485
dieHeight_um = 73.9
num_io_pins = 13
rows = 25

[cts]
cts_setup_buffers = 0
cts_buffer_depth = 2
cts_tree = "yes"
path_clk_slew_ns = 0.07
clock_latency_ns = 0.29
h-tree-depth = 2
ctsHoldBuffers = 0
cts-root-buf = "clkbuf_8"
cts.sinks = 39
cts_buffers = 5
cts-resized-gates = 0

[drt]
antennaDiodeCount = 0
first_pass_iters = 4
wl_met1_um = 2670
wl_met3_um = 498
vias = 2214
drc = 0
top_layer = "met4"
drtIter0Drc = 160
finalWirelength_um = 5920
antenna_left = 0
wl_met2_um = 2570
routedWlPerCell_um = 17.2
drt-vias-per-instance = 6.44

[global_routing]
grt_usage_pct = 24.1
grt_max_degree = 26
overflow = 0
grt_pass1_vias = 1987
grt_antenna_before_repair = 0
grt_pass1_wl_um = 9660

[final_timing]
hold_violations = 0
clock.fmax_mhz = 294
tns_ns = 0
rsz0062_at_grt = "false"
drv_slew = 0
timing.slew.headroom_pct = 47.9
report.final.setup_viol = 0
post-route-min-period_ns = 3.41
worstMarginPinSlew_ns = 0.778
finalCritPeriodShare_pct = 68.1
fin_worst_skew_ns = 0.00371

[flow_run]
cap_violations = 0
tool_warnings = 45

[status]
status = "complete, no violations"

[finish]
largest_register_ffs = 12
fin_area_mm2 = 0.00280
synthToLayoutAreaGrowth_pct = 8.38
nFillCells = 432
drive_above_1_share_pct = 10.5

[place]
placed_cell_area_mm2 = 0.00267
hpwlAfterDp_um = 4160
place.gp.congestion = 1.00
port_buffers = 11
## per-stage QoR
step,hold WS (ns),cells,total power [uW],setup slack (ns),util [%]
after floorplan,0.400,277,343,2.66,-
after global placement,0.401,336,346,1.99,55.0
after detailed placement,0.406,336,346,1.95,55.0
after CTS,0.425,344,656,1.62,57.8
after global routing,0.427,344,667,1.47,57.8
final,0.421,344,647,1.59,57.8
## per-layer routing
metal / global-route usage, % / vias to the layer above
met5: 0 / -
met4: 7.26 / 0
met3: 4.58 / 21
met2: 33.9 / 118
met1: 39.2 / 1038
li1: - / 1037
## critical path, cell delays in order, from the launching register on
cell,delay [ns]
dfstp_2,0.77
nand2_1,0.22
or2_2,0.34
a21oi_1,0.14
o21bai_1,0.15
clkdlybuf4s50_1,0.49
## cell families (layout without fill, tap and decap cells)
family                   after synthesis  after routing
AND-OR/OR-AND                         52             52
flip-flops                            39             39
adder cells (fa/ha/maj)                3              3
multiplexers                           3              3
AND/OR/NAND/NOR                      141            141
XOR/XNOR                              10             10
buffers and inverters                 29             29
## cell type report
cell class	count	area (um2)	area share (%)
repair buffers	12	118	4.20
flip-flops and latches	39	1070	38.2
well taps	67	83.8	2.99
multi-input cells	209	1360	48.7
clock buffers	6	72.6	2.59
inverters	9	33.8	1.21
clock inverters	2	60.1	2.14
## worst max-delay path by stage
| stage | startpoint | end | slack (ns) | cells after the start |
|---|---|---|---|---|
| finish | state_reg[0]$_DFFE_PP1P_ | SDA_dir | 1.59 | 5 |
| global route | state_reg[1]$_DFFE_PP0P_ | SDA_dir | 1.47 | 5 |
| CTS | state_reg[0]$_DFFE_PP1P_ | SDA_dir | 1.62 | 5 |
## layout by cell type, fill, tap and decap left out, types with 5 or more instances in the layout
cell	Yosys	final
nand2b_1	7	7
xor2_1	5	5
a21oi_1	5	5
nand2_1	24	24
xnor2_1	5	5
dfstp_2	7	7
nor2_1	30	30
clkbuf_8	0	5
edfxtp_1	17	17
nand4b_1	5	5
and3_1	5	5
o21ai_0	9	9
dfrtp_1	15	15
nor3_1	16	16
nand3_1	15	15
o2111ai_1	7	7
inv_1	8	8
clkdlybuf4s50_1	0	11
nand4_1	9	9
## power by group
group	internal [uW]	switching, uW	leakage [uW]
registers	333	0	0.000426
logic	1.29	4.80	0.000505
clock network	199	108	0.0000654
No activity file was given, so power comes from the tool's default toggle rates.
