### ./run.sh
#!/bin/bash
# OpenROAD 26Q1-2900-gdf79404cd8, Yosys 0.63+post, stock flow scripts
make -C /OpenROAD-flow-scripts/flow DESIGN_CONFIG=/design/flow/config.mk WORK_HOME=/design/flow/orfs finish
### ./config.mk
export PLATFORM = sky130hd
export DESIGN_NAME = fsm
export DESIGN_NICKNAME = fsm
export VERILOG_FILES = /design/flow/design.v
export SDC_FILE = /design/flow/constraint.sdc
export NUM_CORES = 4
export LEC_CHECK = 1
export CORE_AREA = 10 10 102 102
export DIE_AREA = 0 0 112 112
### ./constraint.sdc
current_design fsm

set clk_period 5.7
set clk_io_pct 0.2

create_clock -name clk0 -period $clk_period [get_ports {clock}]

set non_clock_inputs [all_inputs -no_clocks]
set_input_delay [expr $clk_period * $clk_io_pct] -clock clk0 $non_clock_inputs
set_output_delay [expr $clk_period * $clk_io_pct] -clock clk0 [all_outputs]
### ./design.v
`timescale 1ns / 1ps
module decoder(
    input [4:0]number,
    output reg[6:0] out  
    );
    always @(*)
        begin 
            case(number)    
                 5'b00000: out = 7'b0000001;  
                 5'b00001: out = 7'b1001111;  
                 5'b00010: out = 7'b0010010;  
                 5'b00011: out = 7'b0000110;  
                 5'b00100: out = 7'b1001100;  
                 5'b00101: out = 7'b0100100;  
                 5'b00110: out = 7'b0100000;  
                 5'b00111: out = 7'b0001111;  
                 5'b01000: out = 7'b0000000;  
                 5'b01001: out = 7'b0000100;  
                 5'b01010: out = 7'b0001000;  
                 5'b01011: out = 7'b1100000;  
                 5'b01100: out = 7'b0110001;  
                 5'b01101: out = 7'b1000010;  
                 5'b01110: out = 7'b0110000;  
                 5'b01111: out = 7'b0111000;  
                 5'b11110: out = 7'b0011100;  
                 5'b11111: out = 7'b1110001;   
                 default: out = 7'b1111111;  
             endcase
         end
endmodule
`timescale 1ns / 1ps
module fsm(
        input clock,
        input [4:0] input1,
        input [4:0] input2,
        input [4:0] input3,
        input [4:0] input4,
        output [6:0] out,
        output reg [7:0] anode
    );
    reg [4:0] five_bit_number;
    decoder fsm_decoder(five_bit_number,out);
    reg [2:0] state;  
    initial begin
		state = 0;
		anode = 8'b11111111;
	end
    always @(posedge clock)
	begin
		state = state + 1;
		case (state)
            0: anode = 8'b11111110; 
            1: anode = 8'b11111101; 
            2: anode = 8'b11111011; 
            3: anode = 8'b11110111;    
            4: anode = 8'b11101111; 
            5: anode = 8'b11011111; 
            6: anode = 8'b10111111; 
            7: anode = 8'b01111111;
            default: anode = 8'b11111111; 
        endcase
		case (state)
            0: five_bit_number = input1;  
            1: five_bit_number = input2;  
            2: five_bit_number = input3;  
            3: five_bit_number = input4; 
            4: five_bit_number = 5'b00011;  
            5: five_bit_number = 5'b01011;  
            6: five_bit_number = 5'b01010;  
            7: five_bit_number = 5'b11111;  
            default: five_bit_number = 5'b00000; 
        endcase
	end
endmodule
==> impl_metrics.tcl <==
# flow metrics
set metrics [dict create \
    p_leak_uw 0.000592 \
    ys_cells 112 \
    clockBufferDepth 2 \
    final_max_slew_viol_count 0 \
    antenna_found_initial 0 \
    slowest_stage "a2111oi_4" \
    core_area_um2 8220 \
    power_density_nw_per_um2 158 \
    grt_pass1_wl_um 4890 \
    preCtsSetupSlack_ns 2.24 \
    cts_tree "yes" \
    grt_max_degree 14 \
    fillers 885 \
    fin_skew_ns 0.00347 \
    rsz0062_at_grt "no" \
    cts_buffers 3 \
    fin_area_um2 1550 \
    hold_violations 0 \
    cts_hold_buf 0 \
    edf_count 0 \
    path_cells "clkdlybuf4s50_1, a222oi_1, nor2_1, a2111oi_4, inv_2, ha_1, mux2i_1, mux2_2, a22oi_1" \
    tightest_slew_ns 0.664 \
    clkTransAtPathRegs_ns 0.07 \
    root_buffer "clkbuf_8" \
    ys_warn_count 2 \
    cp_slowest_stage_delay_ns 0.46 \
    ys_area_um2 1040 \
    overflow 0 \
    clock_sinks 18 \
    drc 0 \
    dpl.hpwl_um 2460 \
    areaGrowthSynthToFinish_pct 48.8 \
    p_total_uw 244 \
    pwr-share-comb 0.059 \
    syn-cell-area_um2 1040 \
    ff_type "dfxtp_1" \
    post_dp_cell_area_um2 1490 \
    post_cts_buffers 0 \
    worstPathArrival_ns 3.36 \
    critPathKind "in2reg" \
    sequentialPowerShare 0.515 \
    fin_ws_ns 2.51 \
    min_period_ns 3.19 \
    setup_tns_ns 0 \
    whs_ns 0.513 \
    num_io_pins 36 \
    portBuffers 35 \
    synth.distinct_cells 33 \
    seq_area_frac_synth 0.347 \
    ant_nets 0 \
    maxSlewHeadroom 0.557 \
    die_x_um 112 \
    numSynthFlops 18 \
    dr.pass1.iters 5 \
    num_rows 33 \
    async_reset_ff_frac 0 \
    place_congestion 0.868 \
    clkPwrFrac 0.426 \
    cp-start-kind "input port" \
    drv_cap 0 \
    period_used_share 0.560 \
    wl_um 3020 \
    layout_top_cell "clkdlybuf4s50_1" \
    worstPathRequired_ns 5.87 \
    fp_util 0.126 \
    netlist_instances 112 \
    syn_area_per_cell_um2 9.27 \
    hold_class "reg2reg" \
    drt_iter0_drc 97 \
    switchingPower_uw 45.1 \
    outcome "completed" \
    warning_count 37 \
    vdd_drop_max_uv 69.3 \
    drive_gt1_frac 0.0753 \
    p_int_uw 199 \
    gr-usage-all-layers 0.0463 \
    cp-end-kind "flip-flop" \
    clk-insertion-delay-late_ns 0.25 \
    htreeDepth 1 \
    finalSetupViolCount 0 \
    most-common-layout-cells "clkdlybuf4s50_1, dfxtp_1, ha_1, nand2_1, nor2_1" \
    path_buffers 2 \
    grt_pass1_vias 923 \
    post_drt_wl_per_cell_um 12.0 \
    cts.repair.resized 0 \
    chipArea_um2 12500 \
    vias_per_cell 3.69 \
    die_h_um 112 \
    vias 926 \
    num_antenna_cells 0 \
    cp_top_family "AND-OR/OR-AND gates" \
    worst-path-max-fanout 6 \
    swShare 0.185 \
    timing.fmax_mhz 313 \
]
==> cell type report <==
cell class,instances,area (um^2),share of cell area
tap,105,131,0.0850
multi-input combinational,81,618,0.400
inverter,8,30.0,0.0194
sequential,18,360,0.233
timing repair buffer,35,350,0.227
clock buffer,4,55.1,0.0356
==> sequential cells by signal, indices dropped and copies added (netlist names) <==
signal and flops:
out 7, state 3, anode 8
==> kinds of logic (layout without fill, tap and decap cells) <==
group           Yosys count  count (layout)  synth area share
simple gates             31              31             0.135
compound gates           29              29             0.222
flops                    18              18             0.347
fa+ha+maj                15              15             0.181
buf+inv                  13              47            0.0578
mux                       5               5            0.0494
xor+xnor                  1               1           0.00844
==> power groups by stage <==
stage | combinational, uW | sequential, uW | clock [uW]
CTS | 14.4 | 126 | 107
global route | 15.0 | 126 | 111
finish | 14.3 | 126 | 104
==> per-layer routing <==
layer  vias to the layer above  GRT usage  part of all wire
li1                        463          -                 -
met1                       427     0.0600              0.45
met2                        34     0.0816              0.49
met3                         2    0.00543             0.048
met4                         0    0.00761             0.014
met5                         -          0                 0
==> synth_stat cells, drive strengths merged, types with 2 or more instances <==
cell	number	area [um^2]
a22oi	4	30.0
dfxtp	18	360
a31oi	4	25.0
nor2	11	41.3
o21ai	2	10.0
a21o	2	16.3
a2111oi	2	36.3
nand2	14	52.6
nor3	3	20.0
buf	4	26.3
ha	15	188
a21oi	7	38.8
mux2i	4	40.0
inv	8	30.0
a222oi	2	20.0
==> metrics by stage <==
| step | std cells | utilization |
|---|---|---|
| final | 251 | 0.188 |
| after global routing | 251 | 0.188 |
| after CTS | 251 | 0.188 |
| after detailed placement | 247 | 0.181 |
| after global placement | 247 | 0.181 |
| after floorplan | 112 | - |
==> path summary, 6_finish.rpt <==
path / start / endpoint / slack (ns) / depth (start not counted)
setup / recovery: input2[1] / out[3] / 2.51 / 9
hold / removal: state[0] / state[0] / 0.51 / 1
setup reg to reg: state[0] / out[3] / 2.60 / 11
hold reg to reg: state[0] / state[0] / 0.51 / 1
No activity file was given, so power comes from the tool's default toggle rates.
